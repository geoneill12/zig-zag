$ cat flow/design.v
`timescale 1ns / 1ps
module Reg_File(
    input [4:0] adr1,
    input [4:0] adr2,
    input [31:0] wd,
    input [4:0] wa,
    input en,
    input clk,
    output logic [31:0] rs1,
    output logic [31:0] rs2
    );
logic [31:0] mem [0:31];
assign rs1 = mem[adr1];
assign rs2 = mem[adr2];
initial
    begin
        int i;
        for (i=0; i<32; i++)
            begin
                mem[i] = 0;
            end
    end
always_ff @ (posedge clk)
    begin
        if ( (en == 1) && (wa != 0) )
            begin
                mem[wa] <= wd;
            end
    end
endmodule
$ cat flow/run.sh
#!/bin/bash
# OpenROAD 26Q1-2900-gdf79404cd8, Yosys 0.63+post, stock flow scripts
make -C /OpenROAD-flow-scripts/flow DESIGN_CONFIG=/design/flow/config.mk WORK_HOME=/design/flow/orfs finish
$ cat flow/constraint.sdc
current_design Reg_File

set clk_period 7.5
set clk_io_pct 0.2

create_clock -name clk0 -period $clk_period [get_ports {clk}]

set non_clock_inputs [all_inputs -no_clocks]
set_input_delay [expr $clk_period * $clk_io_pct] -clock clk0 $non_clock_inputs
set_output_delay [expr $clk_period * $clk_io_pct] -clock clk0 [all_outputs]
$ cat flow/config.mk
export PLATFORM = sky130hd
export DESIGN_NAME = Reg_File
export DESIGN_NICKNAME = Reg_File
export VERILOG_FILES = /design/flow/design.v
export SDC_FILE = /design/flow/constraint.sdc
export NUM_CORES = 4
export LEC_CHECK = 1
export CORE_UTILIZATION = 50
==> impl_metrics.yaml <==
# synthesis and place-and-route metrics
placed_design:
  hpwl_um: 84700
  gp_congestion: 0.883
  placed_area_um2: 51600
  portBuffers: 112
synthesis:
  ys_cells: 3386
  logic_family: "multiplexers"
  synth_adder_area_share_pct: 0
  syn_avg_cell_area_um2: 14.4
  ys_sh_simple_pct: 4.71
  ff_type: "edfxtp_1"
  async_flop_share_pct: 0
  top_area_share_pct: 63.1
  synth_seq_share_pct: 63.1
  edf_count: 1024
  ys_ff: 1024
  ys_sh_aoi_pct: 8.05
  yosysChipArea_um2: 48800
  ys_types: 24
  syn-instance-count: 3386
  synth.area.top_cells: "edfxtp_1, mux2i_1, a22oi_1, a22o_1, nand3_1"
  ys_sh_xor_pct: 0
  ys_warn_count: 1
  syn-cell-area_um2: 48800
  mux_share_pct: 21.0
  top_area_cell: "edfxtp_1"
detailed_routing:
  drt_iter0_markers: 2401
  wl_met2_um: 67900
  ant_nets: 0
  maxUsedRoutingLayer: "met5"
  wl_per_cell_um: 31.5
  num_vias: 31200
  drt_drc_violations_left: 0
  avgViaCountPerCell: 6.40
  wl_met3_um: 26000
  routed_wl_um: 154000
  drt-pass1-iter-count: 6
  wl_met1_um: 54000
cells_and_area:
  regMostFlops: "mem"
  largest_reg_flops: 1024
  syn2layout_area_growth_pct: 13.1
  stdcell_area_um2: 55100
  drive_above_1_share_pct: 9.27
  largestRegisters: "mem x1024"
  finish.utilization_pct: 57.0
timing:
  tightest_slew_ps: 1040
  fmaxAchievable_mhz: 163
  fin_tns_setup_ps: 0
  drv_slew: 0
  fin_crit_sh_pct: 81.8
  hold_ws_ps: 1650
  slew_headroom_pct: 30.3
  rsz0062_at_grt: "no"
  fin_crit_ps: 6140
  final-hold-violation-count: 0
  setup_viol: 0
global_route:
  grt_pass1_vias: 32700
  grt_pass1_wl_um: 220000
  grt_max_degree: 88
  grt.total_usage_pct: 34.2
  antenna_found_initial: 4
  grt_overflow: 0
floorplan:
  chip_area_um2: 98800
  die_x_um: 314
  die_height_um: 314
  core_um2: 96700
  ios: 113
  rows: 114
  fp-utilization_pct: 50.4
flow_run:
  warnings: 26
  max-cap-violations: 0
power:
  leakage_nw: 20.4
  p_per_area_nw_per_um2: 236
  vdd.ir_drop.worst_mv: 0.170
  p_total_mw: 13.0
critical_path:
  required_ps: 6000
  start_kind: "primary input"
  cp-end-kind: "output port"
  crit_path_max_fanout: 84
  worstSetupPathType: "in2out"
  worstPathArrival_ps: 4640
clock_network:
  numCtsBuffers: 108
  htreeDepth: 3
  cts_setup_buffers: 0
  cts_buffer_depth: 3
  clock_sink_count: 1024
  cts_root_buf: "clkbuf_16"
  clk_pin_slew_ps: 60
  hold_buffers: 0
  cts-resized-gates: 0
  cts_tree: "yes"
min_path:
  hold_path_class: "in2reg"
status:
  outcome: "finished clean"
[worst max-delay path, stage by stage]
cell and delay [ps]:
clkdlybuf4s50_1 550, nor2_4 610, buf_12 540, a22oi_1 240, a31oi_1 480, nand3_1 190
clkdlybuf4s50_1 440
[kinds of logic (layout without fill, tap and decap cells)]
group,count (synthesis),count (layout)
other,1,34
AND/OR/NAND/NOR,508,508
multiplexers,1024,1024
buffers and inverters,253,440
AND-OR/OR-AND,576,576
flip-flops,1024,1024
[per-stage QoR]
step	worst slack, ps	std cells
3_5_place_dp	1470	4675
2_1_floorplan	3450	3417
6_report	1360	4882
3_3_place_gp	1480	4675
5_1_grt	1210	4880
4_1_cts	1460	4880
[layer usage]
| metal | vias up | track usage [%] |
|---|---|---|
| li1 | 13600 | - |
| met1 | 15300 | 45.7 |
| met2 | 2061 | 47.4 |
| met3 | 304 | 24.0 |
| met4 | 6 | 9.40 |
| met5 | - | 0.629 |
[layout make-up]
type | instances | area, um^2
clock buffer | 128 | 2820
multi-input combinational | 2140 | 16900
fill | 7252 | 41600
tap | 1276 | 1600
clock inverter | 77 | 734
antenna | 2 | 5.00
timing repair buffer | 235 | 2340
sequential | 1024 | 30700
[synth_stat cells, types with 11 or more instances]
master and number:
edfxtp_1 1024, mux2i_1 1024, buf_1 11, a22o_1 128, a31oi_1 64, buf_2 62, clkbuf_1 82, nor2_1 34
buf_6 37, nor3_1 64, buf_4 57, a21oi_1 192, nand2_1 195, a22oi_1 192, nand3_1 194
[where the power goes]
group / leakage (nW) / internal [mW] / total [mW] / switching (mW)
Sequential: 9.25 / 6.38 / 6.42 / 0.0336
Combinational: 9.37 / 0.454 / 1.21 / 0.753
Clock: 1.76 / 3.16 / 5.37 / 2.22
[path summary, 6_finish.rpt]
| path | from | endpoint | slack (ps) | cells after the start |
|---|---|---|---|---|
| setup / recovery | adr2[2] | rs2[27] | 1360 | 7 |
| hold / removal | wd[27] | mem[14][27] | 1650 | 2 |
[placed cells by master (no fill, tap or decap), drive strengths merged]
cell	Yosys	final
mux2i	1024	1024
edfxtp	1024	1024
nand2	195	195
nand3	194	194
a22oi	192	192
a21oi	192	192
a22o	128	128
clkbuf	86	128
buf	167	125
clkdlybuf4s50	0	110
nor3	64	64
a31oi	64	64
clkinv	0	59
nor2	34	34
conb	1	32
bufinv	0	14
nand3b	5	5
nor2b	4	4
nand2b	4	4
inv	0	4
or3b	3	3
diode	0	2
and2	2	2
or2	2	2
or3	1	1
No activity file was given, so power comes from the tool's default toggle rates.
